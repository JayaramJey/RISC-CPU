File: design/flow/design.v
module register_file (
    input clk,
    input load_enable,
    input [4:0] ra, rb, rc,
    input [31:0] ry,
    output [31:0] rd1, rd2
);
    reg [31:0] regs [31:0];
    integer i;
    initial begin
        for (i = 0; i < 32; i = i + 1)
            regs[i] = 32'd0;
        regs[1] = 32'd10;    
    	regs[2] = 32'd4;     
    	regs[5] = 32'd7;     
    end
    assign rd1 = regs[ra];
    assign rd2 = regs[rb];
    always @(posedge clk) begin
        if (load_enable) begin
            if (rc != 5'd0)
                regs[rc] <= ry;
        end
    end
endmodule
File: design/flow/run.sh
#!/bin/bash
# OpenROAD 26Q1-2900-gdf79404cd8, Yosys 0.63+post, stock flow scripts
make -C /OpenROAD-flow-scripts/flow DESIGN_CONFIG=/design/flow/config.mk WORK_HOME=/design/flow/orfs finish
File: design/flow/config.mk
export PLATFORM = sky130hd
export DESIGN_NAME = register_file
export DESIGN_NICKNAME = register_file
export VERILOG_FILES = /design/flow/design.v
export SDC_FILE = /design/flow/constraint.sdc
export NUM_CORES = 4
export LEC_CHECK = 1
export CORE_UTILIZATION = 40
File: design/flow/constraint.sdc
current_design register_file

set clk_period 10.0
set clk_io_pct 0.2

create_clock -name clk0 -period $clk_period [get_ports {clk}]

set non_clock_inputs [all_inputs -no_clocks]
set_input_delay [expr $clk_period * $clk_io_pct] -clock clk0 $non_clock_inputs
set_output_delay [expr $clk_period * $clk_io_pct] -clock clk0 [all_outputs]
==> impl_metrics.csv <==
group,metric,value,unit
placement,dp_cells,5017,
power_and_ir_drop,irDropWorstVdd,127.1,uV
critical_path,worstPathRequired,8.00,ns
timing,rsz0062_at_grt,"false",
clock_network,cts_setup_buffers,0,
timing,hold_viol,0,
route,drt_wl_total,152.2,mm
timing,hold_ws,2.143,ns
clock_network,htreeDepth,3,
grt,grt-busiest-layer,"met2",
floorplan,dieArea,0.1233,mm^2
floorplan,die-width,351.1,um
grt,met2_usage,40.02,%
route,drc,0,
finish,syn2layout_area_growth,13.16,%
job,maxCapViolations,0,
floorplan,num_rows,127,
clock_network,cts_sinks,1024,
route,post_drt_wl_per_cell,29.19,um
timing,slew_headroom,38.84,%
grt,grt_pass1_wl,217.0,mm
finish,final_cells,5212,
grt,met1_usage,34.91,%
synthesis,yosysSeqAreaShare,63.07,%
job,warnings,26,
floorplan,io-pin-count,113,
timing,layout_min_cycle_time,7.386,ns
critical_path,end_kind,"primary output",
critical_path,critPathLaunchType,"input pin",
critical_path,worstPathArrival,5.39,ns
critical_path,critPathMaxFanout,82,
route,vias_per_cell,5.943,
timing,slew_violations,0,
synthesis,yosysChipArea,0.04876,mm^2
synthesis,yosysTopAreaCell,"edfxtp_1",
floorplan,fp_util,40.48,%
hold_path,hp-class,"in2reg",
finish,largest_registers,"regs (1024)",
grt,grt_max_degree,90,
critical_path,critPathKind,"in2out",
timing,worst_pin_slew,0.9154,ns
clock_network,cts_made_buffers,106,
synthesis,netlist_area,0.04876,mm^2
timing,tns,0,ns
timing,fmax,135.4,MHz
placement,globalplace.congestion,0.8718,
finish,largest_register,"regs",
synthesis,yosys_warnings,1,
synthesis,syn_area_per_cell,14.40,um^2
finish,drive_above_1_share,8.977,%
clock_network,cts_resized,0,
power_and_ir_drop,p_leak,20.20,nW
clock_network,path_clk_slew,0.06,ns
route,vias,30980,
clock_network,cts-root-buf,"clkbuf_16",
synthesis,top_cell_area_share,63.07,%
placement,io_buffers,112,
synthesis,ys_ff,1024,
finish,largest_reg_flops,1024,
route,ant_nets,0,
power_and_ir_drop,power,9.476,mW
grt,overflow,0,
timing,setup_viol,0,
synthesis,yosysUniqueCellTypes,24,
grt,grtUsageMet3,14.21,%
timing,min_period_over_period,73.86,%
clock_network,cts_tree,"done",
grt,grt_pass1_vias,31580,
synthesis,area_leaders,"edfxtp_1 63%, mux2i_1 21%, a22oi_1 3.0%, a22o_1 2.3%, nand3_1 2.0%",
route,drtIter0Drc,2164,
grt,track_usage,26.46,%
floorplan,coreArea,0.1204,mm^2
clock_network,ctsHoldBuffers,0,
route,drtPass1Iterations,5,
placement,dp_hpwl,84.39,mm
power_and_ir_drop,powerDensity,171.8,mW/mm^2
outcome,status,"complete, no violations",
floorplan,die_h,351.1,um
clock_network,clk_path_buf_depth,3,
grt,antenna_found_initial,7,
synthesis,ys_cells,3386,
synthesis,synth_cells,3386,
routing by layer:
layer  vias to the layer above  wire length [um]
met4                        16              4658
met2                      1672             71230
met3                       307             20680
met1                     15360             55450
li1                      13620                 -
met5                         -               141
power by group:
| group | internal [mW] | switching (mW) |
|---|---|---|
| clock network | 2.13 | 1.64 |
| registers | 4.79 | 0.0243 |
| logic | 0.336 | 0.552 |
| total | 7.26 | 2.22 |
worst paths after layout:
check	cells after the start	end	start	slack [ns]
max	8	rd2[23]	rb[0]	2.61
min	2	regs[0][26]	ry[26]	2.14
layout by cell type (no fill, tap or decap):
cell / instances
inv_6: 4
a21oi_1: 192
edfxtp_1: 1024
nand2b_2: 4
or2_2: 2
a31oi_1: 64
diode_2: 2
mux2i_1: 1024
buf_4: 117
clkdlybuf4s50_1: 110
or3b_2: 3
buf_12: 12
and2_4: 2
clkinv_8: 2
nor2_1: 1
nor3_1: 64
clkbuf_1: 24
nand2_1: 193
nor2b_4: 4
clkinvlp_4: 3
nand3_1: 194
a22o_1: 128
a22oi_1: 192
or3_1: 1
clkinv_1: 27
clkbuf_16: 107
nand3b_1: 5
buf_8: 2
clkinv_2: 19
nor2_4: 33
nand2_2: 2
conb_1: 32
bufinv_16: 7
logic make-up after synthesis:
kind of cell | share of synthesized area [%]
AND-OR/OR-AND | 8.048
buffers and inverters | 3.146
flip-flops | 63.07
multiplexers | 21.02
other | 0.007691
AND/OR/NAND/NOR | 4.709
cell usage after synthesis:
cell type / count
or2_2: 2
nor2b_1: 4
buf_1: 11
a31oi_1: 64
conb_1: 1
edfxtp_1: 1024
nand3_1: 194
a22oi_1: 192
a22o_1: 128
or3_1: 1
buf_2: 62
clkbuf_1: 82
nand2_1: 195
buf_6: 37
and2_1: 2
buf_4: 57
nand2b_1: 4
mux2i_1: 1024
a21oi_1: 192
nor3_1: 64
nand3b_1: 5
nor2_1: 34
clkbuf_4: 4
or3b_2: 3
per-stage QoR:
stage                     cell area (um^2)  util, %  setup WS [ns]
final                                55170    45.81          2.614
after global routing                 55170    45.80          2.539
after CTS                            55170    45.80          2.614
after floorplan                      48870        -          4.945
after detailed placement             51900    43.09          2.633
after global placement               51900    43.09          2.595
layout make-up:
type | instances | area (um^2)
multi-input cells | 2140 | 16890
well taps | 1612 | 2017
diodes | 2 | 5.005
repair buffers | 241 | 2250
fillers | 10480 | 65280
clock inverters | 62 | 496.7
clock buffers | 131 | 2768
flip-flops and latches | 1024 | 30750
worst max-delay path, cell delays in order:
cell and delay [ns]:
clkdlybuf4s50_1 0.67, nor2b_4 0.79, buf_12 0.55, a22o_1 0.24
nor3_1 0.05, a31oi_1 0.17, nand3_1 0.32, clkdlybuf4s50_1 0.55
No activity file was given, so power comes from the tool's default toggle rates.
