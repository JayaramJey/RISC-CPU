`design/flow/run.sh`:
```
#!/bin/bash
# OpenROAD 26Q1-2900-gdf79404cd8, Yosys 0.63+post, stock flow scripts
make -C /OpenROAD-flow-scripts/flow DESIGN_CONFIG=/design/flow/config.mk WORK_HOME=/design/flow/orfs finish
```
`design/flow/config.mk`:
```
export PLATFORM = sky130hd
export DESIGN_NAME = pc_module
export DESIGN_NICKNAME = pc_module
export VERILOG_FILES = /design/flow/design.v
export SDC_FILE = /design/flow/constraint.sdc
export NUM_CORES = 4
export LEC_CHECK = 1
export CORE_UTILIZATION = 30
```
`design/flow/constraint.sdc`:
```
current_design pc_module

set clk_period 3.9
set clk_io_pct 0.2

create_clock -name clk0 -period $clk_period [get_ports {clk}]

set non_clock_inputs [all_inputs -no_clocks]
set_input_delay [expr $clk_period * $clk_io_pct] -clock clk0 $non_clock_inputs
set_output_delay [expr $clk_period * $clk_io_pct] -clock clk0 [all_outputs]
```
`design/flow/design.v`:
```
module pc_module (
	input clk,
    input reset,
    input [1:0] PC_Select,         
    input [31:0] Branch_Address,    
    input [31:0] Jump_Address,
    output reg [31:0] PC_Out
);
    reg [31:0] PC_Next;
    always @(posedge clk or posedge reset) begin
        if (reset)
            PC_Out <= 32'd0;     
        else 
            PC_Out <= PC_Next;     
    end
    always @(*)begin
        case (PC_Select)
            2'b00: PC_Next = PC_Out + 32'd4;
            2'b01: PC_Next = Branch_Address;
            2'b10: PC_Next = Jump_Address;
            2'b11: PC_Next = PC_Out;
            default: PC_Next = PC_Out + 32'd4;
        endcase
    end
endmodule 
```
==> qor.txt <==
Final Wtd Congestion - 0.8502
Post-Synthesis Cells - 268
Leak - 0.001312 µW
pre-CTS WS - 0.9608 ns
Vias/cell - 5.794
CTS tree - yes
total wire length - 8124 µm
Final Cycle Share - 0.6877
Synth Cell Area - 2375 µm²
vias - 2648
Avg Inst Size Synth - 8.861 µm²
RSZ-0062 raised after global routing - no
Global Route Usage Sum - 0.2058
ys cells - 268
Worst EP required - 4.08 ns
drt first pass iters - 4
synth unique cells - 49
count of final hold-check violations - 0
# hold bufs at CTS - 0
number of enable flip-flop cells - 0
Setup Buffers After CTS - 0
H-Tree Level Count - 2
n_diodes - 0
Residual DRC - 0
max reg flops - 32
Largest Register - PC_Out
critical path peak fanout - 15
Worst-path clk slew - 0.07 ns
clock latency (worst-skew pair) - 0.29 ns
Main synth FF type - dfrtp_1
Die Width - 90.97 µm
GRT met3 Usage - 0.03486
skew final - 0.003818 ns
Max Root-Sink Buffers - 2
Critical Path AT - 2.86 ns
crit start category - primary input
met2 usage - 0.3125
Port-buffer cells - 99
Min Clock Period, post-route - 2.682 ns
post-synth area from yosys stat - 2375 µm²
max_cap viols - 0
pwr dens - 345.0 nW/µm²
critical path class - in2reg
final setup TNS - 0 ns
register area share after synthesis - 0.3372
Hold WC Path Type - reg2reg
Setup WS post-layout - 1.218 ns
grt ovf - 0
Post-synth ARST share - 1.000
Resize count post-CTS - 0
Hold WS - 0.4967 ns
Slew HR - 0.5795
area leader, netlist - dfrtp_1
die area - 8276 µm²
met1 Use GR - 0.3199
f_max - 0.3728 GHz
Synth Warn # - 1
Regs by FF count - PC_Out (32)
outcome - complete, no violations
Area leader share - 0.3372
synthesis-to-layout area growth - 46.52%
share of layout cells above drive strength 1 - 0.06761
CTS Root Cell - clkbuf_8
Post-synth regs - 32
drt wl/cell - 17.78 µm
largest cells by area after synthesis - dfrtp_1 34%, a221oi_1 7.7%, a21oi_1 4.0%, a311oi_1 3.7%, nand4_1 3.7%
CTS sink cnt - 32
total tool warning count - 27
final slew viol count - 0
first-pass GRT wire length - 13530 µm
Ports - 100
CTS buffer count - 5
Max VDD drop - 125.3 µV
DRT iter0 DRCs - 214
busiest layer in global routing - met1
# setup viols final - 0
DP HPWL - 5652 µm
vias in the first global route - 2639
Die Y - 90.97 µm
remaining antenna violation count after routing - 0
largest net degree at the start of global routing - 39
Crit. End Element - flop
initial antenna violation count - 0
worst slew pin tran - 0.6307 ns
fp util - 0.3089
Core ar. - 7687 µm²
row count - 32
[worst max-delay path: stages]
cell and delay (ns):
clkdlybuf4s50_1 0.50, inv_1 0.06, ha_1 0.47, or2_2 0.50, a221oi_1 0.27, a21oi_1 0.06, and3_1 0.20
[cell usage after synthesis, drive strengths merged (2+ instances only)]
library cell	n
nor2	8
or4	2
o311a	3
buf	4
o21ai	13
a21oi	19
a2111oi	2
nand4	16
o22a	9
a41oi	2
nor3	7
and4	5
a311oi	10
dfrtp	32
and3	11
o211ai	3
a221o	6
nand2	12
ha	4
and2	2
a22oi	6
clkbuf	24
a221oi	21
inv	12
nand3	8
a31oi	6
nor4	5
[stage by stage]
stage               std cells    util  instance area [µm²]  total power (µW)
global route              457  0.4526                 3480              1279
CTS                       457  0.4526                 3480              1209
finish                    457  0.4526                 3480              1200
floorplan                 268       -                 2375             679.3
global placement          449  0.4409                 3390             927.7
detailed placement        449  0.4409                 3390             932.0
[routing by layer]
| metal | part of all wire | vias up |
|---|---|---|
| met2 | 0.46 | 98 |
| met3 | 0.058 | 7 |
| met4 | 0.011 | 0 |
| met1 | 0.48 | 1273 |
| met5 | 0 | - |
| li1 | - | 1270 |
[layout by cell type, fill, tap and decap left out, types with 9 or more instances in the layout]
| cell type | count |
|---|---|
| a21oi_1 | 19 |
| a221oi_1 | 21 |
| clkdlybuf4s50_1 | 99 |
| inv_1 | 12 |
| nand4_1 | 14 |
| nand2_1 | 12 |
| and3_1 | 11 |
| dfrtp_1 | 32 |
| o22a_1 | 9 |
| o21ai_0 | 13 |
| a311oi_1 | 10 |
[cells by family (layout without fill, tap and decap cells)]
family	after synthesis	in the layout	synth area share
compound gates	111	111	0.3525
fa+ha+maj	4	4	0.02108
buf+inv	40	127	0.08799
flops	32	32	0.3372
mux	1	1	0.004741
simple gates	80	80	0.1965
[report_power, final]
part	internal, µW	switching [µW]
clock	144	130
combinational	266	154
sequential	395	111
total	806	395
[area by class of cell]
cell class / count / area [µm²]
well taps: 102 / 127.6
clock buffers: 8 / 90.09
inverters: 12 / 45.04
multi-input cells: 196 / 1365
flip-flops and latches: 32 / 800.8
repair buffers: 107 / 1051
fillers: 759 / 4208
[worst paths after layout]
kind                       depth (start not counted)  slack [ns]          from          to
max in group asynchronous                          3        2.68         reset  PC_Out[12]
hold / removal                                     2        0.50     PC_Out[1]   PC_Out[1]
hold reg to reg                                    2        0.50     PC_Out[1]   PC_Out[1]
setup / recovery                                   7        1.22  PC_Select[0]  PC_Out[30]
setup reg to reg                                   5        1.30     PC_Out[2]  PC_Out[28]
min in group asynchronous                          3        0.91         reset  PC_Out[23]
No activity file was given, so power comes from the tool's default toggle rates.
