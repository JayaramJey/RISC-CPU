## design/flow/run.sh

```bash
#!/bin/bash
# OpenROAD 26Q1-2900-gdf79404cd8, Yosys 0.63+post, stock flow scripts
make -C /OpenROAD-flow-scripts/flow DESIGN_CONFIG=/design/flow/config.mk WORK_HOME=/design/flow/orfs finish
```

## design/flow/config.mk

```make
export PLATFORM = sky130hd
export DESIGN_NAME = alu
export DESIGN_NICKNAME = alu
export VERILOG_FILES = /design/flow/design.v
export SDC_FILE = /design/flow/constraint.sdc
export NUM_CORES = 4
export LEC_CHECK = 1
export CORE_UTILIZATION = 50
```

## design/flow/constraint.sdc

```tcl
current_design alu

set clk_period 339.8
set clk_io_pct 0.2

create_clock -name clk0 -period $clk_period

set non_clock_inputs [all_inputs -no_clocks]
set_input_delay [expr $clk_period * $clk_io_pct] -clock clk0 $non_clock_inputs
set_output_delay [expr $clk_period * $clk_io_pct] -clock clk0 [all_outputs]
```

## design/flow/design.v

```verilog
module alu(
    input  [31:0] A, B,
    input  [3:0] ALU_Selection,
    output [31:0] ALU_Out,
    output        Zero
);
    reg [31:0] ALU_Result;
    assign ALU_Out = ALU_Result;
    assign Zero = (ALU_Result == 32'd0);
    always @(*) begin
        case(ALU_Selection)
            4'b0000: ALU_Result = A + B ;  
            4'b0001: ALU_Result = A - B ;  
            4'b0010: ALU_Result = A * B ;  
            4'b0011: ALU_Result = A / B ;  
            4'b0100: ALU_Result = A & B ;  
            4'b0101: ALU_Result = A | B ;  
            default: ALU_Result = A + B;
        endcase
    end
endmodule
```

==> GITHUB_STEP_SUMMARY <==
## Synthesis and layout report

| Metric | Value |
|---|---|
| Ys cells | between 6000 and 7000 |
| Status | complete, no violations |
| Antenna-violating nets left | 0 |
| Register area | 0 um2 |
| Synth top area cells | ha_1, fa_1, nand2_1 |
| PwrDens | approximately 10 mW/mm2 |
| Tmin final | 221.32 ns |
| Area growth, synth to finish | 6.027% |
| Hold wc startpoint | ALU_Selection[0] |
| Synthesized area | roughly 0.050 mm2 |
| Arrival time at the worst endpoint | approximately 150 ns |
| Setup CP Type | input port to primary output |
| Slew Limit Headroom | 0.09093 |
| Die area | roughly 0.1 mm2 |
| Psw | 319.6 uW |
| Flop Count | 0 |
| Metal-1 WL | roughly 88000 um |
| Worst-margin pin slew | ~1.3 ns |
| First-pass DRT Iterations | 7 |
| OpenROAD warning count | 38 |
| Via count | between 50000 and 60000 |
| CP Buf/Inv Count | 24 |
| Cell Type Count | between 100 and 150 |
| Core box area | between 0.09 and 0.1 mm2 |
| Crit-path max FO | 33 |
| Largest net degree at the start of global routing | around 41 |
| DRT Wirelength | 223800 um |
| CLK BUF | 0 |
| Area leader share | 0.1739 |
| DR DRC count | 0 |
| Data required, critical path | approximately 270 ns |
| Routability cong. | between 1 and 1.5 |
| First-pass GRT wire length | approximately 330000 um |
| Fmax | about 0.0045 GHz |
| Port Buffers | 101 |
| FILL cells | around 9600 |
| CP peak stage delay | 1.15 ns |
| Share of layout cells above drive strength 1 | 0.06096 |
| P_int | 200.6 uW |
| Max-cap violation count | 0 |
| Ys Warns | 1 |
| Rows | approximately 120 |
| Sequential area share after synthesis | 0 |
| LEAKAGE | about 25 nW |
| Fin. Hold Viols | 0 |
| Most frequent cell after synthesis | nand2_1 |
| Yosys top cell by area | ha_1 |
| Final setup TNS | 0 ns |
| Boundary Pins | 101 |
| Sw Ratio | 0.6143 |
| # setup viols final | 0 |
| DR WL/cell | about 27 um |
| Antenna violations before repair | 18 |
| Hold crit path type | input port to primary output |
| Gr ovfl total | 0 |
| Met3 routed WL | roughly 30000 um |
| Worst IR drop on VDD | about 32 uV |
| Post-CTS Setup Inserts | 0 |
| Crit. Startpoint | B[24] |
| Detail-routed via count per cell | 6.514 |
| Cell mode on critical path | ha_1 |
| Slowest-stage cell, CP | a2111oi_0 |
| Synth cell count leaders | nand2_1, ha_1, inv_1 |
| DR iter-0 viols | between 5000 and 6000 |
| DIE WIDTH | around 320 um |
| Total power | ~520 uW |
| Met2 Wirelength | roughly 90000 um |
| Cycle use final | 0.6513 |
| CP Capture Type | primary output |
| # resized after CTS | 0 |
| Synth Instances | a little under 7000 |
| Worst path top cell family by delay | AND-OR/OR-AND gates |
| RSZ-0062 raised after global routing | no |
| Top layer in use | met5 |
| Final slew viol count | 0 |
| GRT Total Usage | 0.4547 |
| Die H | 316.7 um |
| DP HPWL | between 150000 and 200000 um |
| Yosys chip area | approximately 0.05 mm2 |
| FP Core Util | 0.5038 |
| Vias in the first global route | ~50000 |
| Synth Area per Inst | 7.211 um2 |
| # hold bufs at CTS | 0 |
| Critical Path Start Type | input port |
==> area by class of cell <==
type / count / area, um2 / share of cell area
Inverter: 659 / 2474 / 0.04712
Multi-Input combinational cell: 5927 / 45990 / 0.8760
Antenna cell: 10 / 25.02 / 0.0004767
Timing Repair Buffer: 287 / 2400 / 0.04571
Tap cell: 1287 / 1610 / 0.03067
==> worst paths after layout <==
kind	to	slack, ns	depth (start not counted)
worst max-delay path	Zero	118.48	286
worst min-delay path	ALU_Out[24]	137.34	5
==> placed cells by master, fill, tap and decap left out, types with 138 or more instances in the layout <==
| master | n |
|---|---|
| nor2_1 | 580 |
| fa_1 | 409 |
| nand2_1 | 882 |
| nand3_1 | 138 |
| o21ai_0 | 327 |
| inv_1 | 646 |
| buf_4 | 185 |
| xor2_1 | 150 |
| xnor2_1 | 285 |
| ha_1 | 688 |
| o21a_1 | 161 |
| nor3_1 | 159 |
| a21o_1 | 188 |
| a21oi_1 | 427 |
==> through the flow <==
step                  util  cell area (um2)  hold slack (ns)  setup slack, ns  std cells
CTS                 0.5339            52470           137.29           120.98       8160
global placement    0.5339            52470           137.33           122.06       8160
finish              0.5342            52500           137.34           118.48       8170
global route        0.5339            52470           137.34           113.99       8161
floorplan                -            49510           136.15           134.58       6866
detailed placement  0.5339            52470           137.29           121.38       8160
==> metal layers <==
layer  vias up  GRT usage
li1      24360          -
met5         -    0.01894
met1     25120     0.6041
met2      3012     0.6487
met3       704     0.1805
met4        28     0.2179
==> cells by family after synthesis <==
| group | after synthesis | synth area share |
|---|---|---|
| and+or+nand+nor | 2391 | 0.2270 |
| AOI/OAI and AO/OA | 1889 | 0.2597 |
| adders and majority gates | 1112 | 0.3423 |
| buffers and inverters | 939 | 0.07245 |
| xor gates and xnor gates | 435 | 0.07695 |
| muxes | 100 | 0.02166 |
Power figures rest on the tool's default switching activity, not on a simulated workload.
